==> ./design.v <==
module bus #(
    parameter integer WIDTH = 10,
    parameter integer CLIENTS = 4
)(
    input wire clock,
    input reg [WIDTH - 1:0] messages[CLIENTS],
    input logic write[CLIENTS],
    output logic [WIDTH - 1:0] message,
    output logic sent[CLIENTS]
);
  reg [$clog2(CLIENTS) - 1:0] rr;
  always @(posedge clock) begin
    if (write[rr]) begin
        message <= messages[rr];
    end
    for (int i = 0; i < CLIENTS; i++) begin
        sent[i] <= i == integer'(rr) && write[rr];
    end
    rr <= rr + 1;
  end
endmodule
==> ./run.sh <==
#!/bin/bash
# OpenROAD 26Q1-2900-gdf79404cd8, Yosys 0.63+post, stock flow scripts
make -C /OpenROAD-flow-scripts/flow DESIGN_CONFIG=/design/flow/config.mk WORK_HOME=/design/flow/orfs finish
==> ./config.mk <==
export PLATFORM = sky130hd
export DESIGN_NAME = bus
export DESIGN_NICKNAME = bus
export VERILOG_FILES = /design/flow/design.v
export SDC_FILE = /design/flow/constraint.sdc
export NUM_CORES = 4
export LEC_CHECK = 1
export CORE_AREA = 10 10 101 101
export DIE_AREA = 0 0 111 111
export SYNTH_HDL_FRONTEND = slang
==> ./constraint.sdc <==
current_design bus

set clk_period 2.6
set clk_io_pct 0.2

create_clock -name clk0 -period $clk_period [get_ports {clock}]

set non_clock_inputs [all_inputs -no_clocks]
set_input_delay [expr $clk_period * $clk_io_pct] -clock clk0 $non_clock_inputs
set_output_delay [expr $clk_period * $clk_io_pct] -clock clk0 [all_outputs]
==> flow_summary.yaml <==
# implementation run metrics
detailed_routing:
  first_iter_violations: 13
  wl_met1_um: 798
  vias: 590
  ant_nets: 0
  drc: 0
  routed_wl_um: 2573
  wl_met3_um: 194
  antenna-diode-count: 0
  vias_per_cell: 2.864
  top_layer: "met4"
  drtPass1Iterations: 3
  met2_length_um: 1570
  wl_per_cell_um: 12.49
worst_setup_path:
  crit_type: "primary input to register"
  crit_chain: "clkdlybuf4s50_1 -> mux4_2 -> and2_1"
  crit_arrival_ns: 1.77
  reg2reg_slack_ns: 1.01
  cpMaxStageDelayCell: "mux4_2"
  crit_path_end_kind: "register"
  cp_max_fo: 14
  reg2reg_from: "rr[0]$_DFF_P_"
  max_stage_delay_ns: 0.64
  worstSetupStartpoint: "write[0]"
  r2r_end: "sent[3]$_DFF_P_"
  required_ns: 2.73
  reg2reg_depth: 3
  cp-start-kind: "primary input"
grt:
  grt_pass1_wl_um: 3843
  grt_overflow_total: 0
  grt_use_total: 0.03951
  grt_max_degree: 15
  antenna_found_initial: 0
  grt_pass1_vias: 654
floorplanning:
  initCoreUtil: 0.09368
  ios: 59
  die_x_um: 111
  die_area_mm2: 0.01232
  coreArea_mm2: 0.008134
  rows: 33
  die_h_um: 111
cts:
  numCtsBuffers: 3
  clock_path_buffers: 2
  ctsHoldBuffers: 0
  cts_resized: 0
  cts_tree: "built"
  cts_num_sinks: 16
  post_cts_buffers: 0
  clockRootBuffer: "clkbuf_8"
  ctsHtreeMaxLevel: 1
  clk_pin_slew_worst_paths_ns: 0.05
  insertion_delay_ns: 0.23
placement:
  dp_hpwl_um: 2370
  post-place-ws_ns: 0.7057
  io_buffers: 58
  gp_congestion: 0.8026
timing:
  fin_tns_setup_ns: 0
  drv_slew: 0
  finalClockPeriodUsage: 0.6321
  setup_viol: 0
  tightest_slew_ns: 0.3000
  rsz0062_at_grt: "no"
  fmax_ghz: 0.6085
  slew-limit-headroom: 0.8000
  fin_crit_ns: 1.643
  finalHoldViolations: 0
  timing.clock.skew_ns: 0.0004879
  fin_ws_ns: 0.9566
synthesis:
  yosys_warnings: 0
  ys_cells: 39
  ys_ff: 16
  synth.cell_area_um2: 762.0
  ys_types: 8
  netlist_instances: 39
  avgSynthCellArea_um2: 19.54
  ys_seq_frac: 0.5517
  synth_chip_area_um2: 762.0
power_and_ir_drop:
  intPower_uw: 474.7
  pwr-share-seq: 0.509
  combPwrFrac: 0.186
  switchingPower_uw: 88.74
  ir_worst_vdd_v: 0.0001226
  clockPowerShare: 0.305
  switching_share: 0.1575
  p_per_area_mw_per_mm2: 370.0
  leakagePower_nw: 0.5182
cells_and_area:
  final_cell_mix: "58 x clkdlybuf4s50_1, 11 x mux4_2, 10 x edfxtp_1"
  area_delta_synth_final_pct: 99.84
  drive_gt1_frac: 0.1584
  lay_top_count: "clkdlybuf4s50_1"
worst_hold_path:
  hold_class: "register to register"
  holdPathEnd: "rr[0]$_DFF_P_"
  holdCritStartpoint: "rr[0]$_DFF_P_"
  worstHoldPathCells: 2
job:
  warnings: 28
  maxCapViolCount: 0
outcome:
  status: "completed"
==> metrics by stage <==
stage          hold slack [ns]  total power, mW  instance area, um2  instances  utilization
2_1_floorplan           0.6396           0.3036               762.0         39            -
3_5_place_dp            0.6588           0.3986                1478        202       0.1817
4_1_cts                 0.6717           0.5726                1523        206       0.1872
3_3_place_gp            0.6555           0.3979                1478        202       0.1817
5_1_grt                 0.7220           0.5957                1523        206       0.1872
6_report                0.6578           0.5634                1523        206       0.1872
==> sequential cells by signal (all words and copies together), names as in the netlist <==
signal and count:
rr 2, message 10, sent 4
==> critical path: cells and delay by family <==
family,cells,cell delay [ns]
AND/OR/NAND/NOR,1,0.22
buffers and inverters,1,0.39
multiplexers,1,0.64
==> logic make-up (layout without fill, tap and decap cells) <==
logic type / after synthesis / in the layout / share of synthesized area
adders and majority gates: 4 / 4 / 0.06568
DFF: 16 / 16 / 0.5517
buffers and inverters: 4 / 66 / 0.02463
muxes: 11 / 11 / 0.3251
and+or+nand+nor: 4 / 4 / 0.03284
==> synth_stat cells, drive strengths merged <==
cell type / instances / area (um2)
edfxtp: 10 / 300.3
inv: 2 / 7.510
buf: 2 / 11.26
dfxtp: 6 / 120.1
mux4: 11 / 247.7
ha: 4 / 50.05
and2: 4 / 25.02
==> area by class of cell <==
cell class                      instances  area [um2]
Inverter                                2       7.507
Tap cell                              105       131.4
Timing Repair Buffer                   60       595.6
Clock buffer                            3       41.29
Fill cell                             854        6611
Sequential cell                        16       420.4
Multi-Input combinational cell         19       322.8
Clock inverter                          1       3.754
==> power by group through the flow <==
| stage | clock, mW | combinational, mW | sequential [mW] |
|---|---|---|---|
| after CTS | 0.179 | 0.106 | 0.287 |
| after global routing | 0.196 | 0.111 | 0.288 |
| final | 0.172 | 0.105 | 0.287 |
==> worst max-delay path by stage <==
stage / slack [ns] / cells after the start / end
finish: 0.96 / 3 / sent[3]$_DFF_P_
CTS: 0.96 / 3 / sent[3]$_DFF_P_
global route: 0.89 / 3 / sent[2]$_DFF_P_
==> per-layer routing <==
layer,track usage,vias up
li1,-,282
met1,0.03772,288
met2,0.08019,18
met3,0.01314,2
met4,0.004340,0
met5,0,-
Power figures rest on the tool's default switching activity, not on a simulated workload.
